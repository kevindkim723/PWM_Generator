**./config.mk**
```make
export PLATFORM = sky130hd
export DESIGN_NAME = ff_DUT
export DESIGN_NICKNAME = ff_DUT
export VERILOG_FILES = /design/flow/design.v
export SDC_FILE = /design/flow/constraint.sdc
export NUM_CORES = 4
export LEC_CHECK = 1
export CORE_AREA = 10 10 82 82
export DIE_AREA = 0 0 92 92
```
**./constraint.sdc**
```tcl
current_design ff_DUT

set clk_period 3.8
set clk_io_pct 0.2

create_clock -name clk0 -period $clk_period [get_ports {clk}]

set non_clock_inputs [all_inputs -no_clocks]
set_input_delay [expr $clk_period * $clk_io_pct] -clock clk0 $non_clock_inputs
set_output_delay [expr $clk_period * $clk_io_pct] -clock clk0 [all_outputs]
```
**./design.v**
```verilog
module GEN_PWM #(parameter G_PWM_PERIOD_CYCLES)(
    input logic clk,
    input logic reset, 
    input logic update,
    input logic [15:0] PWM_DUT_CYCLES,  
    output logic PWM_OUT  
);
logic pulse, en;
logic [15:0] currDut;
assign en = update && pulse; 
always_ff @(posedge clk) begin
    if (reset) currDut <= 0;
    else if (en) currDut <= PWM_DUT_CYCLES;
end
ff_PWM #(G_PWM_PERIOD_CYCLES) ffpwm(.clk(clk), .reset(reset), .pulse(pulse));
ff_DUT ffdut(.clk(clk), .reset(reset), .PWM_DUT_CYCLES(currDut), .pulse(pulse), .PWM_OUT(PWM_OUT));
endmodule
module ff_PWM #(parameter G_PWM_PERIOD_CYCLES)(
    input logic clk,
    input logic reset,
    output logic pulse  
);
logic [15:0] cnt;  
always_ff @(posedge clk) begin
    if (reset || pulse) cnt <= 1;  
    else cnt <= cnt +1; 
end
assign pulse = (G_PWM_PERIOD_CYCLES == cnt);  
endmodule
module ff_DUT(
    input logic clk, 
    input logic reset,
    input logic pulse,  
    input logic [15:0] PWM_DUT_CYCLES,  
    output logic PWM_OUT  
);
logic [15:0] cnt;
logic RegReset;
assign RegReset = reset || pulse;  
always_ff @(posedge clk) begin
    if (RegReset) cnt <= 0;
    else cnt <= cnt + 1;
end
assign PWM_OUT = (cnt < PWM_DUT_CYCLES);
endmodule
```
**./run.sh**
```bash
#!/bin/bash
# OpenROAD 26Q1-2900-gdf79404cd8, Yosys 0.63+post, stock flow scripts
make -C /OpenROAD-flow-scripts/flow DESIGN_CONFIG=/design/flow/config.mk WORK_HOME=/design/flow/orfs finish
```
==> run_results.csv <==
group,metric,value,unit
power_and_ir_drop,clockPowerShare,42.2,%
setup_path,dominant_delay_contributor_by_cell_family_on_the_critical_path,"buffers and inverters",
synthesis,postSynthCellCount,129,
clock_network,cts_sinks,16,
power_and_ir_drop,net_switching_fraction_of_the_power,20.1,%
detailed_routing,vias,870,
floorplan,core_area,0.00507,mm²
detailed_routing,drc,0,
placed_design,io_buffers,19,
synthesis,yosys.cell_types.count,30,
job,cap_violations,0,
power_and_ir_drop,vdd_drop_max,0.000161,V
placed_design,dpl.cell_count,216,
power_and_ir_drop,leakagePower,0.607,nW
layout,layout_top_cell_excl_fill_tap,"inv_1",
floorplan,chipWidth,92,µm
sta,report.final.slew_viol_count,0,
sta,grt_setup_unrepaired,"false",
global_route,grt_antenna_before_repair,0,
global_route,grt_pass1_wl,3.70,mm
sta,worst_slew_margin_rel,77.4,%
global_route,overflow,0,
sta,final_period_minus_worst_setup_slack,3560,ps
detailed_routing,drt-pass1-iter-count,4,
setup_path,worstRegToRegCells,5,
detailed_routing,post_drt_via_cell_ratio,3.95,
detailed_routing,detail_route.wl_per_cell,9.24,µm
clock_network,cts.clk_slew.worst_paths,60,ps
sta,final-hold-violation-count,0,
setup_path,critical_path_required,3040,ps
synthesis,synthesis.area_per_instance,8.28,µm²
setup_path,worst-path-buf-inv,3,
global_route,globalRouteMet3Util,2.06,%
sta,setup_tns,0,ps
layout,reg.largest.list,"cnt x16",
setup_path,worst-setup-path-type,"in -> out",
placed_design,instance_area_at_placement,0.00134,mm²
power_and_ir_drop,internal_power,0.000283,W
setup_path,r2r_start,"cnt[0]",
clock_network,clock_tree.htree_level_count,1,
clock_network,clock-root-buffer,"clkbuf_8",
synthesis,netlist_area,0.00107,mm²
clock_network,post_cts.resized_instances,0,
clock_network,clk_path_buf_depth,2,
detailed_routing,antenna_cells_inserted,0,
min_path,min_delay_path_depth,1,
layout,max_flop_register,"cnt",
power_and_ir_drop,netSwitchingPower,0.0000714,W
global_route,gr-usage-all-layers,5.12,%
clock_network,clock_latency,250,ps
sta,fin_worst_skew,1.47,ps
setup_path,worstPathCellList,"clkdlybuf4s50_1 -> inv_1 -> ha_1 -> a21o_1 -> a21o_1 -> a221o_1 -> a21oi_1 -> clkdlybuf4s50_1",
layout,lay_top_cells,"20 x inv_1, 19 x clkdlybuf4s50_1, 16 x ha_1, 16 x dfxtp_1, 15 x nor2_1",
floorplan,pin_count,20,
min_path,min-delay-path-class,"reg -> reg",
clock_network,tritoncts,"built",
layout,largest_reg_flops,16,
power_and_ir_drop,power_frac_comb,9.9,%
floorplan,die-height,92,µm
synthesis,numSynthFlops,16,
placed_design,gp_congestion,0.807,
outcome,outcome,"completed",
global_route,grt.met1_usage,7.26,%
detailed_routing,detail_route.wirelength,2.03,mm
clock_network,post-cts-setup-buffers,0,
global_route,top_usage_layer,"met2",
setup_path,critical-path-max-stage-delay,480,ps
floorplan,floorplan.rows,26,
setup_path,reg2reg_setup_slack,2100,ps
layout,synthToLayoutAreaGrowth,30.1,%
clock_network,cts_made_buffers,3,
floorplan,floorplan.initialDensity,21.1,%
synthesis,ys_cells,129,
power_and_ir_drop,share_seq_of_total_power,47.9,%
setup_path,cp.depth,8,
sta,worstMarginPinSlew,331,ps
setup_path,cp-end-kind,"output pin",
setup_path,reg2reg_to,"cnt[14]",
synthesis,yosys_synthesis_warning_count,1,
layout,layout.cells.non_filler,220,
placed_design,hpwlAfterDp,1.61,mm
floorplan,chip_area,0.00846,mm²
power_and_ir_drop,power.density,255,mW/mm²
global_route,grt_start_max_net_pins,17,
setup_path,critPathLaunch,"PWM_DUT_CYCLES[13]",
setup_path,crit_path_start_kind,"input pin",
sta,setup_viol,0,
clock_network,cts_hold_buffers,0,
layout,layout.filler_cells,576,
job,warning_count,25,
setup_path,master_of_the_slowest_instance_on_the_critical_path,"clkdlybuf4s50_1",
layout,stdcell_area,0.00139,mm²
detailed_routing,drt.antenna.violating_nets,0,
sta,final_cycle_utilization_of_the_critical_path,93.6,%
synthesis,yosys.stat.seqShare,30.0,%
synthesis,yosys.stat.chipArea,0.00107,mm²
setup_path,worstPathArrival,2800,ps
detailed_routing,drt-initial-drc-count,11,
setup_path,critical_path_peak_fanout,2,
global_route,first_global_vias,870,
global_route,global_route_met2_utilization,7.41,%
setup_path,worst_setup_path_endpoint,"PWM_OUT",
layout,share_of_layout_cells_above_drive_strength_1,6.00,%
sta,fmaxAchievable,281,MHz
## Yosys cell counts
master	count	area, µm²
o311ai_0	1	8.76
o31ai_1	1	7.51
nor2_1	15	56.3
a2111oi_0	1	8.76
nor4_1	1	6.26
nand2b_1	1	6.26
dfxtp_1	16	320
or2_2	1	6.26
xnor2_1	5	43.8
ha_1	16	200
or4_1	1	7.51
a221o_1	1	10.0
xor2_1	6	52.6
a21o_1	3	22.5
nand3_1	4	20.0
nor3_1	2	10.0
o21a_1	1	7.51
or3_1	2	12.5
nand2_1	5	18.8
a21oi_1	6	30.0
o21ai_0	4	20.0
inv_1	20	75.1
nand3_4	1	17.5
buf_6	1	11.3
and3_1	2	12.5
and3_2	1	7.51
or2_1	1	6.26
nand4_1	7	43.8
clkbuf_1	2	7.51
and4_4	1	11.3
## per-stage QoR
step | hold WS, ps | power, W | worst slack (ps) | util [%]
2_1_floorplan | 437 | 0.000188 | 1260 | -
3_3_place_gp | 460 | 0.000209 | 231 | 26.3
3_5_place_dp | 465 | 0.000209 | 224 | 26.3
4_1_cts | 483 | 0.000359 | 222 | 27.4
5_1_grt | 497 | 0.000374 | 109 | 27.4
6_report | 478 | 0.000355 | 242 | 27.4
## per-layer routing
layer | share of wire [%] | up-vias
met2 | 33 | 21
met4 | 0.84 | 0
met3 | 8.0 | 2
met5 | 0 | -
met1 | 58 | 363
li1 | - | 484
## cell families after synthesis
| kind of cell | count (synthesis) | share of synthesized area (%) |
|---|---|---|
| AOI/OAI and AO/OA | 18 | 10.8 |
| buffers and inverters | 23 | 8.78 |
| xor gates and xnor gates | 11 | 9.02 |
| adders and majority gates | 16 | 18.7 |
| DFF | 16 | 30.0 |
| and+or+nand+nor | 45 | 22.7 |
## area by class of cell
type	count	area [µm²]	share of cell area (%)
Inverter	20	75.1	5.40
Tap cell	70	87.6	6.30
Timing Repair Buffer	20	198	14.2
Multi-Input combinational cell	90	654	47.1
Clock buffer	4	55.1	3.96
Sequential cell	16	320	23.0
## worst min-delay path by stage
stage / startpoint / endpoint / slack (ps)
4_1_cts: cnt[0] / cnt[0] / 480
5_1_grt: cnt[15] / cnt[15] / 500
6_report: cnt[0] / cnt[0] / 480
## power groups by stage
stage	clock network (W)	logic, W	registers [W]
after CTS	0.000154	0.0000357	0.000170
after global routing	0.000164	0.0000398	0.000170
final	0.000150	0.0000352	0.000170
## worst reg2reg max path, cell delays in order, from the launching register on
cell	delay, ps
dfxtp_1	390
ha_1	230
nand4_1	210
or2_1	320
or3_1	360
a21oi_1	140
No activity file was given, so power comes from the tool's default toggle rates.
